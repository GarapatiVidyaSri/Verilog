==> flow/design.v <==
`timescale 1ns / 1ps
module mealy(input clk,rst,din,output reg dout);
reg [1:0] current_state,next_state;
parameter s0=2'b00,
          s1=2'b01,
          s2=2'b10,
          s3=2'b11;
always@ (posedge clk) begin
    if (rst==1) begin
    current_state <= s0;
    end else begin 
     current_state <= next_state;
    end 
    end
 always @(current_state or din) begin
    case (current_state)
     s0:begin
      if (din==1) begin
      next_state=s1;
      dout=1'b0;
      end else begin 
      next_state=s0;
      dout=1'b0;
      end
      end
     s1:begin
      if (din==0) begin
      next_state=s2;
      dout=1'b0;
      end else begin 
      next_state=s1;
      dout=1'b0;
      end
      end
    s2:begin
      if (din==1) begin
      next_state=s3;
      dout=1'b0;
      end else begin 
      next_state=s0;
      dout=1'b0;
      end
      end
    s3:begin
      if (din==0) begin
      next_state=s0;
      dout=1'b1;
      end else begin 
      next_state=s1;
      dout=1'b0;
      end
      end
    default:next_state=s0;
    endcase
    end
    endmodule
==> flow/run.sh <==
#!/bin/bash
# OpenROAD 26Q1-2900-gdf79404cd8, Yosys 0.63+post, stock flow scripts
make -C /OpenROAD-flow-scripts/flow DESIGN_CONFIG=/design/flow/config.mk WORK_HOME=/design/flow/orfs finish
==> flow/config.mk <==
export PLATFORM = sky130hd
export DESIGN_NAME = mealy
export DESIGN_NICKNAME = mealy
export VERILOG_FILES = /design/flow/design.v
export SDC_FILE = /design/flow/constraint.sdc
export NUM_CORES = 4
export LEC_CHECK = 1
export CORE_AREA = 10 10 70 70
export DIE_AREA = 0 0 80 80
==> flow/constraint.sdc <==
current_design mealy

set clk_period 1.0
set clk_io_pct 0.2

create_clock -name clk0 -period $clk_period [get_ports {clk}]

set non_clock_inputs [all_inputs -no_clocks]
set_input_delay [expr $clk_period * $clk_io_pct] -clock clk0 $non_clock_inputs
set_output_delay [expr $clk_period * $clk_io_pct] -clock clk0 [all_outputs]
==> results.py <==
# Generated from Yosys and OpenROAD reports
metrics = {
    "floorplanning": {
        "die_x_um": 80,
        "dieArea_mm2": 0.00640,
        "fp_util_pct": 4.03,
        "ios": 4,
        "core_mm2": 0.00342,
        "rows": 21,
        "die_h_um": 80,
    },
    "pwr": {
        "leakage_nw": 0.0934,
        "powerDensity_mw_per_mm2": 1540,
        "p_switching_uw": 79.0,
        "comb_power_share_pct": 6.4,
        "switching_share_pct": 19.9,
        "max-vdd-ir-drop_mv": 0.225,
        "clkPwrFrac_pct": 50.5,
        "p_int_uw": 318,
        "seqPwrFrac_pct": 43.1,
    },
    "route": {
        "first_pass_iters": 2,
        "n_antenna_cell": 0,
        "route.vias.total": 106,
        "avgRoutedWirePerCell_um": 5.25,
        "first_iter_violations": 9,
        "wirelength_um": 341,
        "vias_per_cell": 1.63,
        "ant_nets": 0,
        "drc": 0,
    },
    "setup_path": {
        "worstSetupStartpointType": "flip-flop",
        "r2r_start": "current_state[3]",
        "worstPathRequired_ns": 0.80,
        "critical_path.startpoint": "current_state[3]",
        "crit_arrival_ns": 0.76,
        "cp-end-kind": "output port",
        "path_class": "reg2out",
        "crit_fanout": 2,
    },
    "status": {
        "status": "finished clean",
    },
    "global_routing": {
        "grt_overflow": 0,
        "grt_max_degree": 5,
        "grt_pass1_vias": 127,
        "grt_pass1_wl_um": 579,
        "antenna_found_initial": 0,
        "grt_usage_pct": 1.36,
    },
    "placed_design": {
        "port_buffers": 3,
        "dpl-instance-area_um2": 240,
        "dpl_worst_slack_ns": -0.406,
        "gp_congestion": 0.600,
    },
    "synth": {
        "synth_area_um2": 138,
        "edf_count": 0,
        "ys_cells": 11,
        "top_cell_area_share_pct": 58.2,
        "top_cell": "dfxtp_1",
        "numSynthFlops": 4,
        "ys_types": 8,
        "async_reset_ff_share_pct": 0,
        "yosys-top-cells-area": "dfxtp_1, nor3b_2, nor3_2, and3b_1, nor3b_1",
        "ys_warn_count": 1,
        "synth_seq_share_pct": 58.2,
        "avgSynthCellArea_um2": 12.5,
        "synth-main-ff-cell": "dfxtp_1",
        "syn_inst": 11,
        "yosysTopAreaCell": "dfxtp_1",
        "yosys_area_um2": 138,
    },
    "final_timing": {
        "maxSlewViolCount": 0,
        "setup_viol": 0,
        "clock.fmax_ghz": 1.05,
        "max-slew-margin-rel_pct": 89.2,
        "tns_ns": 0,
        "rsz0062_at_grt": "yes",
        "worst_pin_slew_ns": 0.162,
        "fin_skew_ns": 0.00340,
        "worst_slack_ns": 0.0438,
        "timing.final.crit_share_pct": 95.6,
        "finalHoldViolCount": 0,
        "fin_crit_ns": 0.956,
    },
    "cells_and_area": {
        "stdcell_area_um2": 258,
        "drive_above_1_share_pct": 47.4,
        "largest_reg_flops": 4,
        "largestRegisters": "current_state x4",
        "post-route-util_pct": 7.55,
        "num-fill-cells": 418,
        "area_delta_synth_final_pct": 87.3,
        "top_register": "current_state",
    },
    "clocking": {
        "clkSinkCount": 4,
        "htreeDepth": 1,
        "post_cts_buffers": 0,
        "clockRootBuffer": "clkbuf_4",
        "tritoncts": "built",
        "path_clk_slew_ns": 0.04,
        "cts_max_path_buffers": 2,
        "insertion_delay_ns": 0.24,
        "cts_buffers": 3,
    },
    "hold_path": {
        "worstHoldStart": "din",
        "hp-class": "in2reg",
    },
    "run": {
        "warning_count": 26,
        "drv_cap": 0,
    },
}
## final cells by class
| cell class | count | area, µm² | share of cell area, % |
|---|---|---|---|
| flip-flops and latches | 4 | 81.3 | 31.6 |
| multi-input cells | 7 | 57.6 | 22.3 |
| well taps | 46 | 57.6 | 22.3 |
| repair buffers | 5 | 38.8 | 15.0 |
| clock buffers | 3 | 22.5 | 8.74 |
## cell families (layout without fill, tap and decap cells)
logic type	after synthesis	after routing	synth area share, %
flops	4	4	58.2
simple gates	6	6	36.4
buf+inv	0	8	0
compound gates	1	1	5.46
## worst paths after layout
| path | to | cells past startpoint | slack [ns] |
|---|---|---|---|
| worst max-delay path | dout | 2 | 0.04 |
| worst min-delay path | current_state[1] | 3 | 0.40 |
| worst max register to register | current_state[0] | 3 | 0.22 |
| worst min register to register | current_state[1] | 1 | 0.49 |
## placed cells by master, fill, tap and decap left out, drive strengths merged
| cell type | n |
|---|---|
| nor3 | 2 |
| nor2b | 1 |
| and3b | 1 |
| clkbuf | 3 |
| dlygate4sd2 | 1 |
| dfxtp | 4 |
| o21bai | 1 |
| clkdlybuf4s50 | 1 |
| buf | 3 |
| nor3b | 2 |
## per-stage QoR
stage / cells / hold WS [ns] / total power, mW
after floorplan: 11 / 0.270 / 0.184
after global placement: 62 / 0.469 / 0.199
after detailed placement: 62 / 0.483 / 0.201
after CTS: 65 / 0.396 / 0.411
after global routing: 65 / 0.398 / 0.442
final: 65 / 0.402 / 0.397
## metal layers
metal  up-vias  GRT usage, %  wire length (µm)  part of all wire, %
li1         55             -                 -                    -
met1        43          1.19               120                   35
met2         8          1.12                96                   28
met3         0          2.95               125                   37
met4         0         0.176                 0                    0
met5         -             0                 0                    0
## power by group through the flow
stage | logic, mW | registers (mW) | clock network [mW]
after global routing | 0.0284 | 0.172 | 0.242
final | 0.0255 | 0.171 | 0.200
after CTS | 0.0259 | 0.171 | 0.214
## worst max-delay path, cell delays in order, from the launching register on
cell,delay (ns)
dfxtp_2,0.31
nor2b_1,0.11
buf_2,0.10
## repair_timing
item | in CTS | in global routing
resized | 5 | 0
hold buffers | 0 | 0
gates cloned | 0 | 0
pin swaps | 0 | 0
setup endpoints to repair | 1 | 1
Power is estimated from default activity; no workload was simulated.
