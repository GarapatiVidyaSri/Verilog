===== flow/run.sh =====
#!/bin/bash
# OpenROAD 26Q1-2900-gdf79404cd8, Yosys 0.63+post, stock flow scripts
make -C /OpenROAD-flow-scripts/flow DESIGN_CONFIG=/design/flow/config.mk WORK_HOME=/design/flow/orfs finish

===== flow/config.mk =====
export PLATFORM = sky130hd
export DESIGN_NAME = comparator
export DESIGN_NICKNAME = comparator
export VERILOG_FILES = /design/flow/design.v
export SDC_FILE = /design/flow/constraint.sdc
export NUM_CORES = 4
export LEC_CHECK = 1
export CORE_AREA = 10 10 70 70
export DIE_AREA = 0 0 80 80

===== flow/constraint.sdc =====
current_design comparator

set clk_period 1.3
set clk_io_pct 0.2

create_clock -name clk0 -period $clk_period

set non_clock_inputs [all_inputs -no_clocks]
set_input_delay [expr $clk_period * $clk_io_pct] -clock clk0 $non_clock_inputs
set_output_delay [expr $clk_period * $clk_io_pct] -clock clk0 [all_outputs]

===== flow/design.v =====
`timescale 1ns / 1ps
module comparator(input [3:0] input_a,input_b,output reg equal,less_than,greater_than);
always@(input_a,input_b) begin
if (input_a==input_b)begin
    equal=1'b1;
    less_than=1'b0;
    greater_than=1'b0;
end
else if (input_a>input_b) begin
     equal=1'b0;
     greater_than=1'b1;
     less_than=1'b0;
end
else begin
   equal=1'b0;
   less_than=1'b1;
   greater_than=1'b0;
   end
end
endmodule

==> flow_summary.json <==
{
  "drtIter0Drc": 0,
  "drive_gt1_share_pct": 90.3,
  "first_pass_iters": 1,
  "netlist_area_um2": 109,
  "cp.required_ns": 1.04,
  "path_max_fanout": 2,
  "synth_top_area_share_pct": 46.0,
  "slew_viol_final": 0,
  "vias": 149,
  "pwr_density_cell_mw_per_mm2": 322,
  "pwr-share-clk_pct": 0,
  "core_area_mm2": 0.00342,
  "met3_usage_pct": 0.227,
  "flop-count": 0,
  "gr-total-overflow": 0,
  "startpoint_type": "input pin",
  "p_int_mw": 0.0760,
  "layout_worst_path_cycle_share_pct": 107,
  "openroad.warnings": 34,
  "tightest_slew_ns": 0.112,
  "slew_headroom_pct": 92.5,
  "crit_type": "input pin to output port",
  "die_w_um": 80,
  "cp.arrival_ns": 1.13,
  "ys_seq_share_pct": 0,
  "post_drt_wl_per_cell_um": 6.03,
  "outcome": "finished, violations left",
  "avgSynthCellArea_um2": 6.40,
  "comb_area_um2": 170,
  "placement_rows": 21,
  "grt.busiest_layer": "met2",
  "swShare_pct": 38.6,
  "vias_per_cell": 1.94,
  "end_kind": "output port",
  "die_area_mm2": 0.00640,
  "p_switching_mw": 0.0477,
  "grt_pass1_vias": 143,
  "seq_power_share_pct": 0,
  "num-fill-cells": 394,
  "nClkBuffers": 0,
  "largest_area_cell": "ha_1",
  "yosys_warnings": 1,
  "met1_usage_pct": 1.58,
  "peakVddDrop_mv": 0.0339,
  "setup_slack_ns": -0.0856,
  "fmax_ghz": 0.722,
  "dp_hpwl_um": 352,
  "pin_count": 11,
  "port_buffers": 11,
  "p_total_mw": 0.124,
  "ant_nets": 0,
  "combPwrFrac_pct": 100.0,
  "fin_setup_tns_ns": -0.0873,
  "fp_util_pct": 3.19,
  "hold_viol": 0,
  "drv_cap": 0,
  "grt_pass1_wl_um": 614,
  "die_h_um": 80,
  "regArea_um2": 0,
  "totalWireLength_um": 464,
  "antenna_found_initial": 0,
  "antenna_cells": 0,
  "design_area_um2": 384,
  "post_dp_cell_area_um2": 277,
  "place_congestion": 0.769,
  "grt_usage_pct": 1.15,
  "netlist_top_cells_area": "ha_1, inv_1, a21oi_2",
  "ys_cells": 17,
  "min_period_ns": 1.39,
  "gr-usage-met2_pct": 1.93,
  "violations": "negative setup slack",
  "p_leak_nw": 0.155,
  "syn_to_final_growth_pct": 253,
  "setup_viol": 2,
  "grt_max_degree": 3,
  "yosys_area_um2": 109,
  "drcViolationCount": 0,
  "rsz0062_at_grt": "true",
  "min_path_type": "input pin to output port",
  "synth_cell_type_count": 8,
  "syn_inst": 17
}
==> cell usage after synthesis (all sizes together) <==
master,number
nor2,2
nor2b,1
inv,5
ha,4
o21ai,1
a21oi,2
nand2,2
==> metrics by stage <==
| stage | utilization (%) | cells | worst slack [ns] | hold slack, ns |
|---|---|---|---|---|
| global route | 11.2 | 77 | -0.144 | 0.961 |
| finish | 11.2 | 77 | -0.0856 | 0.925 |
| CTS | 10.9 | 77 | -0.0651 | 0.953 |
| global placement | 8.10 | 74 | -0.796 | 1.65 |
| floorplan | - | 17 | 0.174 | 0.756 |
| detailed placement | 8.10 | 74 | -0.847 | 1.69 |
==> worst max-delay path: stages <==
cell and delay [ns]:
buf_6 0.10, inv_4 0.05, ha_4 0.20, nand2_4 0.08
nor2_4 0.04, buf_6 0.10, buf_6 0.10, nor2b_1 0.09
buf_2 0.11
==> cell usage in the layout (no fill, tap or decap) <==
cell type   n
a21oi_2     2
inv_2       2
nor2b_1     1
ha_4        4
buf_2       3
buf_6      10
clkbuf_2    1
o21ai_2     1
nor2_4      1
nor2_1      1
inv_1       1
nand2_4     2
inv_4       2
==> layout make-up <==
type	count	area share [%]
Tap cell	46	15.0
Multi-Input combinational cell	12	44.3
Timing Repair Buffer	14	34.5
Inverter	5	6.19
==> power groups by stage <==
stage | Clock (mW) | Combinational (mW) | Sequential [mW]
CTS | 0 | 0.119 | 0
global route | 0 | 0.135 | 0
finish | 0 | 0.124 | 0
==> routing by layer <==
layer	part of all wire [%]	wire, um
met1	52	241
met2	38	174
met3	10	48
met4	0	0
met5	0	0
==> cell families after synthesis <==
family                   synth area share [%]
AND-OR/OR-AND                            17.2
AND/OR/NAND/NOR                          19.5
adder cells (fa/ha/maj)                  46.0
buffers and inverters                    17.2
==> worst paths after layout <==
kind | from | slack (ns) | depth (start not counted) | endpoint
worst max-delay path | input_b[3] | -0.09 | 9 | greater_than
worst min-delay path | input_a[3] | 0.92 | 6 | less_than
==> what timing repair did <==
action,in CTS,in global routing
gates resized,63,5
gates cloned,0,0
setup endpoints to repair,3,3
setup buffers,3,0
pin swaps,11,3
endpoints found under the hold margin,0,0
hold buffers,0,0
Power figures rest on the tool's default switching activity, not on a simulated workload.
