$ cat design/flow/design.v
`timescale 1ns / 1ps
module ripple_carry_adder_4bit(
    input[3:0] a,
    input[3:0] b,
    input cin,
    output[3:0] sum,
    output cout
    );
    wire[2:0] w;
    full_adder a1(.A(a[0]), .B(b[0]), .Cin(cin), .Carry(w0), .Sum(sum[0]));
    full_adder a2(.A(a[1]), .B(b[1]), .Cin(w0), .Carry(w1), .Sum(sum[1]));
    full_adder a3(.A(a[2]), .B(b[2]), .Cin(w1), .Carry(w2), .Sum(sum[2]));
    full_adder a4(.A(a[3]), .B(b[3]), .Cin(w2), .Carry(cout), .Sum(sum[3]));
endmodule
module full_adder(A,B,Cin,Carry,Sum);
input A,B,Cin;
output Carry,Sum;
assign Sum = A^B^Cin;
assign Carry = (A&B) | Cin & (A^B);
endmodule
$ cat design/flow/run.sh
#!/bin/bash
# OpenROAD 26Q1-2900-gdf79404cd8, Yosys 0.63+post, stock flow scripts
make -C /OpenROAD-flow-scripts/flow DESIGN_CONFIG=/design/flow/config.mk WORK_HOME=/design/flow/orfs finish
$ cat design/flow/config.mk
export PLATFORM = sky130hd
export DESIGN_NAME = ripple_carry_adder_4bit
export DESIGN_NICKNAME = ripple_carry_adder_4bit
export VERILOG_FILES = /design/flow/design.v
export SDC_FILE = /design/flow/constraint.sdc
export NUM_CORES = 4
export LEC_CHECK = 1
export CORE_AREA = 10 10 70 70
export DIE_AREA = 0 0 80 80
$ cat design/flow/constraint.sdc
current_design ripple_carry_adder_4bit

set clk_period 3.8
set clk_io_pct 0.2

create_clock -name clk0 -period $clk_period

set non_clock_inputs [all_inputs -no_clocks]
set_input_delay [expr $clk_period * $clk_io_pct] -clock clk0 $non_clock_inputs
set_output_delay [expr $clk_period * $clk_io_pct] -clock clk0 [all_outputs]
==> deck_impl_summary.md <==
Implementation Results

Status
  • Status: completed

Floorplan
  • I/O Pins: 14
  • Chip area: 6400 sq um
  • Row cnt: 21
  • Core area: 3420 sq um
  • Die X: around 80 um
  • FP Util: under 10%
  • Vertical die size: ~80 um

Cells and area
  • Final instance area: 323 sq um
  • Flip-flop and latch area: 0 sq um
  • Flop count: 0
  • Clock buffer count: 0
  • Final core occ: 9.45%
  • Fillers: around 400
  • Synthesis-to-finish area growth: 119%
  • MI comb area: about 90 sq um
  • Post-route insts no fill: roughly 74
  • Share of cells above drive strength 1: between 20% and 30%

Synthesis
  • Post-Synthesis Cell Area: 148 sq um
  • Top cell type by total area after synthesis: fa_1
  • Compound Share, Synth: 0%
  • Post-Synthesis Cells: 18
  • Adder share: between 50 and 60%
  • Yosys cell count: 18
  • Cell Type Count: 3
  • Synth Seq Share: 0%
  • Yosys warning count: 3
  • Area leader share: 54.2%
  • Syn avg cell area: roughly 8 sq um
  • Simple Share, Synth: 0%
  • Yosys xor share: 0%
  • YS chip area: between 100 and 150 sq um
  • Top non-seq family: adder cells
  • Main area contributors: fa_1 54%, inv_1 25%, buf_4 20%
  • MUX area fraction: 0%

Timing
  • Worst Tran Pin Value: about 0.12 ns
  • RSZ-0062 raised after global routing: no
  • Finish-stage setup viols: 0
  • Pins over their slew limit: 0
  • Fin. Hold Viols: 0
  • Max Freq: 271 MHz
  • Final worst slack: between 0.1 and 0.15 ns
  • Slew HR: between 90 and 100%
  • Setup_tns: 0 ns
  • Final Critical Period: 3.69 ns
  • Post-layout period usage: a little over nine tenths
  • Hold_ws: 2.44 ns

Place
  • I/O Buffers: 14
  • Dpl hpwl: approximately 430 um
  • Placed instance area: 315 sq um
  • Final Wtd Congestion: between 0.8 and 0.9
  • Placement Setup Slack: -0.218 ns
  • Placed cell count: between 70 and 80

Hold path
  • Hold Path Stages: 5
  • Worst Hold End: sum[0]
  • Hold crit path type: in -> out
  • HP Start: cin

Critical path
  • CP Launch Type: input pin
  • Critical-path maximum fanout: 1
  • Crit path capture type: primary output
  • Worst setup path category: in -> out
  • Worst path required time: about 3.0 ns
  • WP data arrival: approximately 3 ns

Power and ir drop
  • P_int: ~0.026 mW
  • Power per Cell Area: between 100 and 150 nW/um^2
  • Leakage: between 0.1 and 0.15 nW
  • Total Power: about 0.038 mW
  • Peak VDD IR: slightly above 30 uV
  • Gate power share: roughly 100%
  • Net switching power: around 0.012 mW
  • Sw Share: 31.4%
  • Reg power frac: 0%
  • Power share of the clock group: 0%

Global route
  • Largest net degree at the start of global routing: 2
  • Grt total ovfl: 0
  • First-pass GRT wire length: 634 um
  • Vias in the first global route: about 130
  • Initial antenna violation count: 0
  • Total GRT Usage: under 10%

Detailed routing
  • DRC Markers: 0
  • Routed len/inst: 5.68 um
  • Initial detailed-routing violation count: 0
  • Vias: 124
  • DR vias/cell: between 1.5 and 2
  • Antenna diodes: 0
  • Total Wirelength: around 420 um
  • Post-DRT Antenna Nets: 0
  • First-pass DRT Iterations: 1

Clock tree
  • Post-CTS Setup Inserts: 0
  • Post-CTS Hold Buffers: 0

Run
  • Tool warnings: 32
  • Max-cap viol count: 0
==> logic make-up after synthesis <==
logic type | count (synthesis)
buffers and inverters | 14
adder cells (fa/ha/maj) | 4
==> Yosys cell counts, drive strengths merged <==
library cell and count:
fa 4, inv 10, buf 4
==> timing repair <==
item                       in CTS  in global routing
pin swaps                       3                  2
setup endpoints to repair       2                  2
resized                         9                  1
==> critical path: stages <==
cell and delay (ns):
clkdlybuf4s50_1 0.45, inv_1 0.05, fa_2 0.35, inv_2 0.06, fa_2 0.21, fa_2 0.19, inv_2 0.04, fa_2 0.31
inv_1 0.05, clkdlybuf4s50_1 0.45
==> area by class of cell <==
class	instances	area share [%]
inverters	10	11.6
multi-input cells	4	27.9
repair buffers	14	42.6
well taps	46	17.8
==> cells in the final DEF (no fill, tap or decap) <==
| master | count |
|---|---|
| clkdlybuf4s50_1 | 12 |
| inv_2 | 4 |
| dlygate4sd2_1 | 2 |
| inv_1 | 6 |
| fa_2 | 4 |
==> power by group through the flow <==
stage	sequential (mW)	combinational (mW)	clock [mW]
4_1_cts	0	0.0393	0
5_1_grt	0	0.0440	0
6_report	0	0.0383	0
==> worst max path at each step <==
stage / slack [ns] / start / cells after the start / end
after CTS: 0.03 / b[0] / 10 / cout
final: 0.11 / b[0] / 10 / cout
after global routing: 0.004 / b[0] / 10 / cout
==> routing by layer <==
| layer | GRT usage (%) | wire [um] |
|---|---|---|
| met4 | 0 | 0 |
| met1 | 2.01 | 242 |
| met2 | 1.36 | 92 |
| met3 | 0.795 | 85 |
| met5 | 0 | 0 |
Power and IR drop assume default switching activity.
